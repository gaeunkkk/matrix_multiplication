--- /design/flow/design.v ---
module top(clk,reset,a1,a2,a3,b1,b2,b3,c1,c2,c3,c4,c5,c6,c7,c8,c9);
 parameter data_size=8;
 input wire clk,reset;
 input wire [data_size-1:0] a1,a2,a3,b1,b2,b3;
 output wire [2*data_size:0] c1,c2,c3,c4,c5,c6,c7,c8,c9;
 wire [data_size-1:0] a12,a23,a45,a56,a78,a89,b14,b25,b36,b47,b58,b69;
 pe pe1 (.clk(clk), .reset(reset), .in_a(a1), .in_b(b1), .out_a(a12), .out_b(b14), .out_c(c1));
 pe pe2 (.clk(clk), .reset(reset), .in_a(a12), .in_b(b2), .out_a(a23), .out_b(b25), .out_c(c2));
 pe pe3 (.clk(clk), .reset(reset), .in_a(a23), .in_b(b3), .out_a(), .out_b(b36), .out_c(c3));
 pe pe4 (.clk(clk), .reset(reset), .in_a(a2), .in_b(b14), .out_a(a45), .out_b(b47), .out_c(c4));
 pe pe5 (.clk(clk), .reset(reset), .in_a(a45), .in_b(b25), .out_a(a56), .out_b(b58), .out_c(c5));
 pe pe6 (.clk(clk), .reset(reset), .in_a(a56), .in_b(b36), .out_a(), .out_b(b69), .out_c(c6));
 pe pe7 (.clk(clk), .reset(reset), .in_a(a3), .in_b(b47), .out_a(a78), .out_b(), .out_c(c7));
 pe pe8 (.clk(clk), .reset(reset), .in_a(a78), .in_b(b58), .out_a(a89), .out_b(), .out_c(c8));
 pe pe9 (.clk(clk), .reset(reset), .in_a(a89), .in_b(b69), .out_a(), .out_b(), .out_c(c9));
endmodule
module pe(clk,reset,in_a,in_b,out_a,out_b,out_c);
 parameter data_size=8;
 input wire reset,clk;
 input wire [data_size-1:0] in_a,in_b;
 output reg [2*data_size:0] out_c;
 output reg [data_size-1:0] out_a,out_b;
 always @(posedge clk)begin
    if(reset) begin
      out_a=0;
      out_b=0;
      out_c=0;
    end
    else begin  
      out_c=out_c+in_a*in_b;
      out_a=in_a;
      out_b=in_b;
    end
 end
endmodule
--- /design/flow/run.sh ---
#!/bin/bash
# OpenROAD 26Q1-2900-gdf79404cd8, Yosys 0.63+post, stock flow scripts
make -C /OpenROAD-flow-scripts/flow DESIGN_CONFIG=/design/flow/config.mk WORK_HOME=/design/flow/orfs finish
--- /design/flow/config.mk ---
export PLATFORM = sky130hd
export DESIGN_NAME = top
export DESIGN_NICKNAME = top
export VERILOG_FILES = /design/flow/design.v
export SDC_FILE = /design/flow/constraint.sdc
export NUM_CORES = 4
export LEC_CHECK = 1
export CORE_UTILIZATION = 50
--- /design/flow/constraint.sdc ---
current_design top

set clk_period 10.9
set clk_io_pct 0.2

create_clock -name clk0 -period $clk_period [get_ports {clk}]

set non_clock_inputs [all_inputs -no_clocks]
set_input_delay [expr $clk_period * $clk_io_pct] -clock clk0 $non_clock_inputs
set_output_delay [expr $clk_period * $clk_io_pct] -clock clk0 [all_outputs]
==> impl_metrics.tcl <==
# flow metrics
set metrics [dict create \
    grtUsageTotal_pct 24.2 \
    yosys-mux-area-fraction_pct 0.456 \
    final_util_pct 57.2 \
    cts_tree "built" \
    first_pass_iters 5 \
    grt_pass1_wl_um 125000 \
    slew_headroom_pct 50.6 \
    via_count 24450 \
    power_density_nw_per_um2 144 \
    num_rows 92 \
    core_area_um2 63200 \
    fillCellCount 5502 \
    grt_pass1_vias 25007 \
    max-vdd-ir-drop_mv 0.240 \
    synthesis.instances 3638 \
    p_total_uw 5210 \
    critPathTopFamily "adder cells" \
    drt-total-wl_um 72400 \
    clockBufferDepth 3 \
    drt-met1-wl_um 33800 \
    post_drt_wl_per_cell_um 15.4 \
    antenna_found_initial 0 \
    rsz0062_at_grt "no" \
    crit_path_end_kind "register" \
    worstHoldStart "pe7.out_c[16]" \
    clock-sinks 249 \
    lay_top_count "inv_1" \
    synth_cell_type_count 72 \
    crit_arrival_ps 7960 \
    min_period_ps 7540 \
    die_y_um 255 \
    dp_hpwl_um 59000 \
    crit_path_max_fanout 9 \
    drc 0 \
    comb_area_um2 25000 \
    die-area_um2 65200 \
    post_cts_buffers 0 \
    synth_chip_area_um2 32100 \
    syn_area_per_cell_um2 8.82 \
    aoi_share_pct 12.6 \
    grt_max_degree 91 \
    io_buffers 202 \
    ctsResizeCount 0 \
    top_layer_used "met4" \
    hold_class "reg2reg" \
    path_clk_slew_ps 60 \
    hold_viol 0 \
    ctsHoldBuffers 0 \
    synthXorXnorAreaFrac_pct 5.35 \
    via_per_inst 5.20 \
    drive_gt1_share_pct 2.39 \
    reg2reg_from "pe8.out_a[5]" \
    synth-edff-count 0 \
    drt-initial-drc-count 1050 \
    fp_util_pct 50.8 \
    critPathBufInv 4 \
    ys_seq_share_pct 15.5 \
    die_w_um 255 \
    min_period_over_period_pct 69.1 \
    simple_gate_area_share_pct 20.2 \
    slowest_stage "clkdlybuf4s50_1" \
    area.sequential_um2 4980 \
    status "completed" \
    maxCapViolations 0 \
    fmax_ghz 0.133 \
    htree_levels 2 \
    worst-setup-path-type "in2reg" \
    dr_wl_met2_um 33800 \
    warnings 34 \
    yosys_most_used_dff "dfxtp_1" \
    setup-violations-final 0 \
    cts_buffers 34 \
    wl_met3_um 2910 \
    startpoint_type "primary input" \
    gp_routability_congestion 0.928 \
    path_cells "clkdlybuf4s50_1, nand2_1, fa_1, fa_1, inv_1, fa_1, inv_1, fa_1, inv_1, ha_1, nor2_1, nor2_1, a2111oi_1, or2_2, xnor2_1, ha_1, nand2_1, o21ai_0, a21o_1, a221oi_2, mux2_1" \
    clock_latency_ps 550 \
    critPathRequiredTime_ps 11320 \
    io_pins 203 \
    antenna_cells_inserted 0 \
    netlist_area_um2 32100 \
    async_flop_share_pct 0 \
    cp_common_cell "fa_1" \
    cts_root_buf "clkbuf_16" \
    drtAntennaViolNets 0 \
    layout_top_cells "inv_1 (498), and2_1 (490), ha_1 (477)" \
    fa_ha_area_share_pct 39.4 \
    grt_overflow 0 \
    finalClockSkew_ps 13.5 \
    synth-cells-yosys 3638 \
    power.leakage_uw 0.0180 \
    slew_viol_final 0 \
    ys_top_logic_family "adder cells" \
    max_stage_delay_ps 640 \
    fin_tns_setup_ps 0 \
    numSynthFlops 249 \
    tightest_slew_ps 741 \
    yosys_warnings 1 \
    final_cell_area_um2 36200 \
    area_delta_synth_final_pct 12.7 \
    placed_area_um2 35000 \
    startpoint "a2[5]" \
]
final timing paths:
path / endpoint / slack [ps] / cells after the start
max reg2reg: pe9.out_c[16] / 4880 / 21
max: pe4.out_c[15] / 3360 / 21
min: pe7.out_c[16] / 530 / 2
min reg2reg: pe7.out_c[16] / 530 / 2
registers in the layout, summed over array words and instances, names as in the netlist, 17 cells and up:
register and cells:
pe8.out_c 17, pe6.out_c 17, pe2.out_c 17, pe7.out_c 17, pe5.out_c 17, pe3.out_c 17
pe4.out_c 17, pe1.out_c 17, pe9.out_c 17
cell usage after synthesis, types with 11 or more instances:
library cell | n | area (µm²)
inv_1 | 498 | 1870
and2_1 | 490 | 3070
ha_1 | 477 | 5970
fa_1 | 333 | 6670
dfxtp_1 | 249 | 4980
nor2_1 | 244 | 916
nand2_1 | 176 | 661
a21oi_1 | 142 | 711
xnor2_1 | 141 | 1230
nor2b_1 | 137 | 857
o21ai_0 | 93 | 465
a21o_1 | 62 | 465
xor2_1 | 55 | 482
a211oi_1 | 54 | 405
nor3_1 | 49 | 245
o21a_1 | 37 | 278
o21ai_1 | 35 | 175
nand3_1 | 30 | 150
clkbuf_1 | 29 | 109
o21bai_1 | 29 | 218
nand2b_1 | 27 | 169
nand4_1 | 23 | 144
o31ai_1 | 20 | 150
o211ai_1 | 15 | 113
a31oi_1 | 13 | 81.3
buf_2 | 12 | 60.1
mux2_1 | 12 | 135
a221oi_1 | 11 | 96.3
or3_1 | 11 | 68.8
worst reg2reg max path, delay by kind of cell, from the launching register on:
family	cells	cell delay, ps
AND-OR/OR-AND	8	2070
XOR/XNOR	2	410
adder cells (fa/ha/maj)	6	2620
buffers and inverters	3	140
flip-flops	1	490
AND/OR/NAND/NOR	2	180
cell families (layout without fill, tap and decap cells):
group / Yosys count / in the layout
simple gates: 1216 / 1216
buf+inv: 550 / 764
compound gates: 604 / 604
fa+ha+maj: 810 / 810
xor+xnor: 196 / 196
mux: 13 / 13
flops: 249 / 249
per-stage QoR:
step	instances	hold slack (ps)	setup WS [ps]
CTS	4698	535	3400
global placement	4637	499	2900
global route	4698	563	3010
finish	4698	529	3360
detailed placement	4637	516	2840
floorplan	3638	462	3810
area by class of cell:
| cell class | count | area share, % |
|---|---|---|
| multi-input cells | 2839 | 69.2 |
| flip-flops and latches | 249 | 13.8 |
| repair buffers | 205 | 5.66 |
| inverters | 498 | 5.17 |
| well taps | 846 | 2.93 |
| clock buffers | 43 | 2.64 |
| clock inverters | 18 | 0.654 |
metal layers:
layer,global-route usage [%],vias up
met5,0,-
met2,38.5,385
met1,36.0,11559
li1,-,12415
met3,4.23,91
met4,4.92,0
power breakdown:
part	switching (µW)	internal, µW
logic	1520	1270
registers	151	1070
clock network	458	743
No activity file was given, so power comes from the tool's default toggle rates.
